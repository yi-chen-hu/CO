`/design/flow/run.sh`:
```
#!/bin/bash
# OpenROAD 26Q1-2900-gdf79404cd8, Yosys 0.63+post, stock flow scripts
make -C /OpenROAD-flow-scripts/flow DESIGN_CONFIG=/design/flow/config.mk WORK_HOME=/design/flow/orfs finish
```
`/design/flow/config.mk`:
```
export PLATFORM = sky130hd
export DESIGN_NAME = EX_ForwardingUnit
export DESIGN_NICKNAME = EX_ForwardingUnit
export VERILOG_FILES = /design/flow/design.v
export SDC_FILE = /design/flow/constraint.sdc
export NUM_CORES = 4
export LEC_CHECK = 1
export CORE_AREA = 10 10 70 70
export DIE_AREA = 0 0 80 80
```
`/design/flow/constraint.sdc`:
```
current_design EX_ForwardingUnit

set clk_period 1.8
set clk_io_pct 0.2

create_clock -name clk0 -period $clk_period

set non_clock_inputs [all_inputs -no_clocks]
set_input_delay [expr $clk_period * $clk_io_pct] -clock clk0 $non_clock_inputs
set_output_delay [expr $clk_period * $clk_io_pct] -clock clk0 [all_outputs]
```
`/design/flow/design.v`:
```
module EX_ForwardingUnit(RegWrite_MEM_i, RDaddr_MEM_i, RSaddr_EX_i, RTaddr_EX_i, 
                         RegWrite_WB_i, RDaddr_WB_i,
                         ForwardA_o, ForwardB_o);
input RegWrite_MEM_i, RegWrite_WB_i;
input [2:0] RDaddr_MEM_i, RSaddr_EX_i, RTaddr_EX_i, RDaddr_WB_i;
output reg [1:0] ForwardA_o, ForwardB_o;
always@(*)
    if(RegWrite_MEM_i && RDaddr_MEM_i == RSaddr_EX_i)
        ForwardA_o = 2'b01;
    else if(RegWrite_WB_i && RDaddr_WB_i == RSaddr_EX_i)
        ForwardA_o = 2'b10;
    else
        ForwardA_o = 2'b00;
 always@(*)
    if(RegWrite_MEM_i && RDaddr_MEM_i == RTaddr_EX_i)
        ForwardB_o = 2'b01;
    else if(RegWrite_WB_i && RDaddr_WB_i == RTaddr_EX_i)
        ForwardB_o = 2'b10;
    else
        ForwardB_o = 2'b00;   
endmodule
```
==> out/metrics.cfg <==
[status]
status=finished, final reports clean

[cts]
post_cts.repair.setup_buffers=0
cts_hold_buf=0

[synth]
syn_area_sq_um=153
ys_seq_share_pct=0
yosys_warnings=1
syn_inst=18
synth.distinct_cells=4
ys_cells=18
syn_avg_cell_area_sq_um=8.48
ys_chip_area_sq_um=153

[global_routing]
met1_usage_pct=2.44
top_usage_layer=met2
track_usage_pct=2.26
met2_usage_pct=3.53
grt_pass1_wl_mm=1.15
grt_overflow=0
antenna_found_initial=2
grt_max_degree=3
grt_use_met3_pct=1.93
grt_pass1_vias=233

[sta]
slew_headroom_pct=90.6
setup_viol=0
fin_hold_ws_ns=1.16
worstMarginPinSlew_ns=0.140
rsz0062_at_grt=no
period_needed_ns=1.65
fin_crit_sh_pct=91.6
hold_viol_final=0
max_freq_mhz=606
finalWorstSetupSlack_ns=0.150
slew_violations=0

[floorplanning]
die_w_microns=80
die.size.y_microns=80
fp_util_pct=4.47
chip_area_sq_um=6400
rows=21
core_region_area_sq_um=3420
ios=18

[detailed_routing]
viasPerCell=2.38
dr.pass1.iters=1
vias=200
drcViolationCount=0
drt_wl_total_microns=743
wire_per_inst_microns=8.85
antenna_left=0
drtIter0Drc=0

[power_and_ir_drop]
cellInternalPower_w=0.0000443
power_leakage_nw=0.169
pwr_density_cell_nw_per_um2=178
power.switching_w=0.0000266
comb_power_share_pct=100.0
p_seq_share_pct=0
power_w=0.0000709
p_sw_share_pct=37.5
ir_worst_vdd_mv=0.0225
pwr-share-clk_pct=0

[final_layout]
utilization_pct=11.7
seq_area_sq_um=0
layout-drive-gt1-share_pct=13.9
ff_count=0
nClkBuffers=0
lay_top_cells=11 x xnor2_1, 11 x dlygate4sd2_1, 5 x clkdlybuf4s15_1
final_cells=84
syn2layout_area_growth_pct=161

[worst_setup_path]
crit_fanout=2
cp_cell_sequence=dlygate4sd2_1, xnor2_1, and4_4, nor2_2, dlygate4sd2_1
cp_slowest_cell=dlygate4sd2_1
crit_family=buffers and inverters
slowest_delay_ns=0.27
required_ns=1.44
arrival_ns=1.29
end_kind=primary output
worst-path-buf-inv=2
startpoint_type=primary input
cpMostUsedCell=dlygate4sd2_1
crit_start=RDaddr_MEM_i[2]
criticalPathCategory=in -> out

[run]
warnings=36
cap_viol_max_count=0

[placement]
io_buffers=18
place_ws_ns=-0.314
hpwl_microns=754
gp_congestion=0.683
placed_cells=82

[hold_path]
min_path_type=in -> out
min_from=RegWrite_WB_i

==> cell families after synthesis <==
group / after synthesis / synth area share, %
and+or+nand+nor: 6 / 31.1
xor gates and xnor gates: 12 / 68.9
==> final timing paths <==
check,to,slack [ns],depth (start not counted)
setup / recovery,ForwardB_o[1],0.15,5
hold / removal,ForwardA_o[1],1.16,4
==> per-stage QoR <==
step | cell area [sq um] | setup TNS [ns]
final | 399 | 0
after global routing | 399 | 0
after global placement | 390 | -1.21
after floorplan | 153 | 0
after detailed placement | 390 | -1.23
after CTS | 374 | -0.107
==> power groups by stage <==
stage	registers, W	logic (W)	clock network, W
after CTS	0	0.0000691	0
after global routing	0	0.0000775	0.000000000148
final	0	0.0000709	0.000000000149
==> repair_timing <==
| item | 4_1_cts | 5_1_grt |
|---|---|---|
| setup endpoints to repair | 4 | 1 |
| pin swaps | 4 | 4 |
| resized | 19 | 6 |
==> layout make-up <==
type                            count  area (sq um)
Fill cell                         408          3020
Timing Repair Buffer               18           171
Multi-Input combinational cell     18           165
Tap cell                           46          57.6
Antenna cell                        2          5.00
==> cell usage after synthesis (all sizes together) <==
library cell	count	area, sq um
nor2	2	12.5
nand4	2	12.5
and4	2	22.5
xnor2	12	105
==> per-layer routing <==
metal  up-vias  share of wire (%)
met4         0                  0
met1        88                 37
met2        10                 44
met3         0                 19
li1        102                  -
met5         -                  0
No activity file was given, so power comes from the tool's default toggle rates.
