File: flow/config.mk
export PLATFORM = sky130hd
export DESIGN_NAME = Load_Use_HazardDetector
export DESIGN_NICKNAME = Load_Use_HazardDetector
export VERILOG_FILES = /design/flow/design.v
export SDC_FILE = /design/flow/constraint.sdc
export NUM_CORES = 4
export LEC_CHECK = 1
export CORE_AREA = 10 10 70 70
export DIE_AREA = 0 0 80 80
File: flow/constraint.sdc
current_design Load_Use_HazardDetector

set clk_period 1.5
set clk_io_pct 0.2

create_clock -name clk0 -period $clk_period

set non_clock_inputs [all_inputs -no_clocks]
set_input_delay [expr $clk_period * $clk_io_pct] -clock clk0 $non_clock_inputs
set_output_delay [expr $clk_period * $clk_io_pct] -clock clk0 [all_outputs]
File: flow/design.v
module Load_Use_HazardDetector(MemRead_EX_i, MemWrite_ID_i,  RTaddr_EX_i, RSaddr_ID_i, RTaddr_ID_i, Write_o);
input MemRead_EX_i, MemWrite_ID_i; 
input [2:0] RTaddr_EX_i, RSaddr_ID_i, RTaddr_ID_i;
output reg Write_o;
always@(*)
    if(MemRead_EX_i && (RTaddr_EX_i == RSaddr_ID_i || RTaddr_EX_i == RTaddr_ID_i))
        if(MemWrite_ID_i && RTaddr_EX_i == RTaddr_ID_i)
            Write_o = 1'b1;
        else
            Write_o = 1'b0;
    else
        Write_o = 1'b1;
endmodule
File: flow/run.sh
#!/bin/bash
# OpenROAD 26Q1-2900-gdf79404cd8, Yosys 0.63+post, stock flow scripts
make -C /OpenROAD-flow-scripts/flow DESIGN_CONFIG=/design/flow/config.mk WORK_HOME=/design/flow/orfs finish
==> flow_summary.toml <==
# generated from flow reports
[grt]
overflow = 0
grt_max_degree = 3
grtUsageTotal_pct = 1.52
grt_antenna_before_repair = 0
grt_pass1_vias = 134
grt_pass1_wl_um = 752

[pwr]
vdd_drop_max_uv = 27.5
power.leakage_nw = 0.110
powerDensity_mw_per_mm2 = 216

[setup_path]
crit_family = "multiplexers"
critPathBufInv = 2
path_max_fanout = 2
cpMostUsedCell = "buf_6"
end_kind = "primary output"
cp-start-kind = "primary input"
critPathKind = "in -> out"
cpPeakStageDelay_ns = 0.32
path_cells = "buf_6, xor2_1, nor3_2, mux2_4, buf_6"
crit_slowest_cell = "mux2_4"
cp.arrival_ns = 1.19
crit_required_ns = 1.20

[routing]
antenna_cells = 0
post-route-drc-count = 0
drtIter0Drc = 0
wl_per_cell_um = 7.04
drt_wl_total_um = 493
avgViaCountPerCell = 1.79
num_vias = 125
antenna_left = 0
dr.pass1.iters = 1

[clock_tree]
cts_setup_buffers = 0
cts_hold_buf = 0

[yosys]
ys_cells = 10
synth.avg_cell_area_um2 = 8.13
synth_cell_types = 6
ys_chip_area_um2 = 81.3
netlist_area_um2 = 81.3
ys_seq_share_pct = 0
yosys_warnings = 1
syn_inst = 10

[hold_path]
hold_path_class = "in -> out"

[final_timing]
slew_headroom_pct = 88.5
hold_ws_ns = 1.03
fmax_ghz = 0.673
timing.final.crit_period_ns = 1.49
fin_crit_sh_pct = 99.1
rsz0062_at_grt = "yes"
hold_violations = 0
worstMarginPinSlew_ns = 0.172
setup_violations = 0
slew_viol_final = 0

[final_layout]
clkbuf_count = 0
layout-drive-gt1-share_pct = 58.3
regArea_um2 = 0
design.seq.count = 0
area_delta_synth_final_pct = 242
fill_cells = 413
fin_area_um2 = 278

[place]
port_buffers = 12
dpl_cell_area_um2 = 274
gp_congestion = 0.696

[run]
warning_count = 34
drv_cap = 0

[floorplan]
core.rowCount = 21
initCoreUtil_pct = 2.38
die_y_um = 80
dieArea_mm2 = 0.00640
core_mm2 = 0.00342
die_x_um = 80
pin_count = 12

[run_status]
status = "complete, no violations"
-- cells in the mapped netlist, drive strengths merged --
master,number,area share [%]
mux2,1,14
nand4,1,7.7
xnor2,3,32
nor3,1,6.1
xor2,3,32
nand2b,1,7.7
-- cells in the final DEF (no fill, tap or decap), types with 2 or more instances in the layout --
| master | Yosys | layout |
|---|---|---|
| buf_2 | 0 | 4 |
| clkdlybuf4s15_1 | 0 | 2 |
| buf_6 | 0 | 4 |
| xnor2_2 | 0 | 2 |
| dlygate4sd2_1 | 0 | 2 |
| xor2_1 | 3 | 3 |
-- per-stage QoR --
stage | total power, mW | setup WS, ns | setup TNS, ns | utilization, % | std cells
2_1_floorplan | 0.0162 | 0.272 | 0 | - | 10
3_3_place_gp | 0.0585 | -0.724 | -0.724 | 8.02 | 70
3_5_place_dp | 0.0594 | -0.709 | -0.709 | 8.02 | 70
4_1_cts | 0.0588 | -0.00565 | -0.00565 | 7.95 | 70
5_1_grt | 0.0655 | -0.0180 | -0.0180 | 8.13 | 70
6_report | 0.0600 | 0.0137 | 0 | 8.13 | 70
-- area by class of cell --
cell class / count / area, µm² / area share (%)
Multi-Input combinational cell: 10 / 105 / 37.8
Tap cell: 46 / 57.6 / 20.7
Timing Repair Buffer: 14 / 115 / 41.4
-- metal layers --
| layer | vias up | share of wire [%] | global-route usage (%) |
|---|---|---|---|
| li1 | 62 | - | - |
| met1 | 58 | 42 | 1.91 |
| met2 | 5 | 46 | 2.33 |
| met3 | 0 | 11 | 0.909 |
| met4 | 0 | 0 | 0 |
| met5 | - | 0 | 0 |
-- what timing repair did --
item                                    CTS  global route
gates resized                            37             5
pin swaps                                 7             4
endpoints found under the setup margin    1             1
cloned                                    0             0
-- final timing paths --
path  cells after the start  slack (ns)  endpoint            from
max                       5        0.01   Write_o  RTaddr_EX_i[0]
min                       5        1.03   Write_o  RTaddr_EX_i[2]
-- kinds of logic (layout without fill, tap and decap cells) --
logic type / count (synthesis) / after routing / synth area share [%]
xor gates and xnor gates: 6 / 6 / 64.6
muxes: 1 / 1 / 13.8
and+or+nand+nor: 3 / 3 / 21.5
buffers and inverters: 0 / 14 / 0
-- report_power, final --
group / internal, mW / switching, mW / total [mW]
sequential: 0 / 0 / 0
combinational: 0.0399 / 0.0200 / 0.0600
clock: 0 / 0 / 0
total: 0.0399 / 0.0200 / 0.0600
Power and IR drop assume default switching activity.
