===== /design/flow/design.v =====
module Shifter_bonus( result, op, sftSrc, shamt );
output	[16-1:0] result;
input	[1:0] op;
input	[16-1:0] sftSrc ;
input   [15:0] shamt;
reg [15:0] result_reg;
always@(*)
    case(op)
        2'b00:  result_reg = sftSrc >> 1;
        2'b01:  result_reg = sftSrc << 1;
        2'b10:  result_reg = sftSrc >> shamt;
        2'b11:  result_reg = sftSrc << shamt;
    endcase
assign result = result_reg;
endmodule

===== /design/flow/run.sh =====
#!/bin/bash
# OpenROAD 26Q1-2900-gdf79404cd8, Yosys 0.63+post, stock flow scripts
make -C /OpenROAD-flow-scripts/flow DESIGN_CONFIG=/design/flow/config.mk WORK_HOME=/design/flow/orfs finish

===== /design/flow/config.mk =====
export PLATFORM = sky130hd
export DESIGN_NAME = Shifter_bonus
export DESIGN_NICKNAME = Shifter_bonus
export VERILOG_FILES = /design/flow/design.v
export SDC_FILE = /design/flow/constraint.sdc
export NUM_CORES = 4
export LEC_CHECK = 1
export CORE_AREA = 10 10 104 104
export DIE_AREA = 0 0 114 114

===== /design/flow/constraint.sdc =====
current_design Shifter_bonus

set clk_period 8.4
set clk_io_pct 0.2

create_clock -name clk0 -period $clk_period

set non_clock_inputs [all_inputs -no_clocks]
set_input_delay [expr $clk_period * $clk_io_pct] -clock clk0 $non_clock_inputs
set_output_delay [expr $clk_period * $clk_io_pct] -clock clk0 [all_outputs]

==> results.sh <==
# yosys + openroad results
export IMPL_gp_congestion=1.043
export IMPL_post_cts_buffers=0
export IMPL_grt_util_met3_pct=5.901
export IMPL_lay_top_cells="clkdlybuf4s50_1, mux2i_1, mux4_2"
export IMPL_placed_area_um2=2679
export IMPL_yosysUniqueCellTypes=56
export IMPL_busiest_layer="met2"
export IMPL_dieHeight_um=114
export IMPL_gr_usage_met1_pct=17.31
export IMPL_grt_max_degree=46
export IMPL_p_per_area_nw_per_um2=51.76
export IMPL_lay_top_count="clkdlybuf4s50_1"
export IMPL_drive_gt1_share_pct=16.90
export IMPL_p_leak_uw=0.0009613
export IMPL_fin_crit_ns=6.496
export IMPL_vias_per_cell=6.141
export IMPL_port_buffer_count=50
export IMPL_met2_usage_pct=18.00
export IMPL_crit_arrival_ns=4.82
export IMPL_io_pins=50
export IMPL_max_stage_delay_ns=0.59
export IMPL_finalSetupTns_ns=0
export IMPL_area_delta_synth_final_pct=21.65
export IMPL_ys_sh_xor_pct=0
export IMPL_first_pass_iters=5
export IMPL_utilization_pct=30.87
export IMPL_regArea_um2=0
export IMPL_period_used_pct=77.33
export IMPL_grt_overflow=0
export IMPL_min_path_type="input port to output pin"
export IMPL_path_max_fanout=33
export IMPL_path_cells="clkdlybuf4s50_1 -> buf_4 -> and2_1 -> nand4_1 -> or3_1 -> a21o_1 -> a211oi_2 -> clkdlybuf4s50_1"
export IMPL_syn_cell_area_um2=2202
export IMPL_adder_share_pct=0
export IMPL_track_usage_pct=12.47
export IMPL_totalWireLength_mm=8.337
export IMPL_ys_cells=270
export IMPL_grt_pass1_wl_mm=13.28
export IMPL_syn_area_per_cell_um2=8.156
export IMPL_fill_cells=941
export IMPL_log_warning_count=32
export IMPL_logic_family="multiplexers"
export IMPL_drc=0
export IMPL_stdcell_area_um2=2679
export IMPL_end_kind="output pin"
export IMPL_slew_headroom_pct=51.13
export IMPL_critPathKind="input port to output pin"
export IMPL_vias=2444
export IMPL_die_w_um=114
export IMPL_avgRoutedWirePerCell_um=20.95
export IMPL_post_cts_resized=0
export IMPL_coreArea_um2=8678
export IMPL_simple_gate_share_pct=19.43
export IMPL_outcome="complete, no violations"
export IMPL_first_iter_violations=221
export IMPL_seq_cells=0
export IMPL_worst_path_most_repeated_cell="clkdlybuf4s50_1"
export IMPL_hold_viol=0
export IMPL_yosys_warnings=1
export IMPL_drv_cap=0
export IMPL_yosys_stat_area_um2=2202
export IMPL_total_power_uw=138.6
export IMPL_setup_slack_ns=1.904
export IMPL_grt_pass1_vias=2402
export IMPL_peakVddDrop_v=0.00003906
export IMPL_dp_hpwl_mm=6.219
export IMPL_final_max_slew_viol_count=0
export IMPL_clock_buffers=0
export IMPL_required_ns=6.72
export IMPL_die_area_um2=13000
export IMPL_ctsHoldBuffers=0
export IMPL_rsz0062_at_grt="false"
export IMPL_fmax_ghz=0.1539
export IMPL_num_rows=34
export IMPL_ant_nets=0
export IMPL_mux_share_pct=44.55
export IMPL_antenna_found_initial=0
export IMPL_setup_violations=0
export IMPL_crit_slowest_cell="or3_1"
export IMPL_post_place_ws_ns=1.931
export IMPL_worst_pin_slew_ns=0.7307
export IMPL_worst_setup_path_start_kind="input port"
export IMPL_num_antenna_cells=0
export IMPL_ys_seq_share_pct=0
export IMPL_core_util_floorplan_pct=25.37
export IMPL_aoi_share_pct=25.11
export IMPL_netlist_instances=270
## kinds of logic after synthesis
kind of cell	count (synthesis)
AND-OR/OR-AND	78
AND/OR/NAND/NOR	79
buffers and inverters	47
multiplexers	66
## power breakdown
part           switching [µW]  total (µW)  internal (µW)
Combinational            68.8         139           69.9
Sequential                  0           0              0
Clock                       0           0              0
## layer usage
metal	up-vias	wire length, µm
li1	1092	-
met1	1162	3472
met2	182	3510
met3	8	1274
met4	0	80
met5	-	0
## worst paths after layout
kind | from | to | slack, ns | cells after the start
max | op[0] | result[15] | 1.90 | 8
min | sftSrc[15] | result[14] | 4.56 | 4
## synth_stat cells, drive strengths merged (2+ instances only)
master   n  area (µm²)
nor3     3       20.02
buf     15       118.9
a31oi    3       18.77
nand3    7       35.03
a211oi   3       32.53
mux2     6       67.56
a21oi   15       75.07
a21o     6       45.04
clkinv   2       7.510
o21ai   13       65.06
o211a    2       20.02
o221ai   5       43.79
o22a     2       17.52
o32ai    2       17.52
nor2b    7       43.79
o22ai    7       43.79
and2     2       12.51
nand4    4       25.02
a22oi    4       30.03
nand2b   7       43.79
mux2i   35       350.3
inv      9       33.79
nor4     3       48.80
mux4    25       563.0
clkbuf  21       80.07
nand2   19       71.32
a31o     2       17.52
o211ai   4       30.03
nand3b   2       15.01
a221oi   2       17.52
nor2    20       77.58
## cell type report
cell class	instances	area (µm²)	share of cell area, %
Timing Repair Buffer	56	540.5	20.18
Inverter	11	41.29	1.541
Multi-Input combinational cell	223	1962	73.24
Tap cell	108	135.1	5.044
## critical path, delay by kind of cell
family | cells | cell delay [ns]
AOI/OAI and AO/OA | 2 | 0.42
buffers and inverters | 3 | 1.29
and+or+nand+nor | 3 | 1.41
## per-stage QoR
| step | cells | hold WS [ns] |
|---|---|---|
| after floorplan | 270 | 3.454 |
| after global placement | 398 | 4.572 |
| after detailed placement | 398 | 4.564 |
| after CTS | 398 | 4.566 |
| after global routing | 398 | 4.622 |
| final | 398 | 4.563 |
Power and IR drop assume default switching activity.
